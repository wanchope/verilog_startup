<file path="design.v">
module clkdiv (out, clk, rst);
    output out;
    input  clk, rst;
    parameter div = 7;
    parameter lvl = div / 2;
    reg [2:0] cnt1, cnt2;
    reg clk1, clk2;
    wire clkn = ~clk;
    always@(posedge clk)
    begin
        if (rst == 1'b0)
        begin
            clk1 <= 1'b0;
            cnt1 <= 0;
        end
        else
        begin
            cnt1 <= cnt1 + 1'b1;
            if (cnt1 == lvl)
            begin
                clk1 <= ~clk1;
                cnt1 <= 1;
            end
        end
    end
    always@(posedge clkn)
    begin
        if ((rst == 1'b0) || (cnt1 == 0))
        begin
            clk2 <= 1'b0;
            cnt2 <= 0;
        end
        else
            begin
            cnt2 <= cnt2 + 1'b1;
            if (cnt2 == lvl)
            begin
                clk2 <= ~clk2;
                cnt2 <= 1;
            end
        end
    end
    assign out = clk1 | clk2;
endmodule
</file>
<file path="config.mk">
export PLATFORM = sky130hd
export DESIGN_NAME = clkdiv
export DESIGN_NICKNAME = clkdiv
export VERILOG_FILES = /design/flow/design.v
export SDC_FILE = /design/flow/constraint.sdc
export NUM_CORES = 4
export LEC_CHECK = 1
export CORE_AREA = 10 10 70 70
export DIE_AREA = 0 0 80 80
</file>
<file path="constraint.sdc">
current_design clkdiv

set clk_period 2.0
set clk_io_pct 0.2

create_clock -name clk0 -period $clk_period [get_ports {clk}]

set non_clock_inputs [all_inputs -no_clocks]
set_input_delay [expr $clk_period * $clk_io_pct] -clock clk0 $non_clock_inputs
set_output_delay [expr $clk_period * $clk_io_pct] -clock clk0 [all_outputs]
</file>
<file path="run.sh">
#!/bin/bash
# OpenROAD 26Q1-2900-gdf79404cd8, Yosys 0.63+post, stock flow scripts
make -C /OpenROAD-flow-scripts/flow DESIGN_CONFIG=/design/flow/config.mk WORK_HOME=/design/flow/orfs finish
</file>
==> CHANGELOG.md <==
### Changed

- Register Area: 163.9 um^2
- Seq cells post-synth: 8
- Critical-path top delay cell: dfxtp_2
- Logic cell area: 198.9 um^2
- Layout cells sized above 1: 45.65%
- Number of clock sinks seen by CTS: 8
- Effective utilization at floorplan: 10.44%
- Site Rows: 21
- Number of cells in the design after placement: 81
- Setup slack after layout: -326.7 ps
- Final clock skew: 51.84 ps
- Worst rel slew slack: 87.54%
- Sequence of cells on the critical path: or2_4 > buf_6
- Dominant synthesized flop cell: dfxtp_1
- Instance count of the mapped netlist: 31
- Count of routing violations after the opening detailed-route iteration: 7
- Total number of H-tree levels: 1
- Leading area contributor after synthesis: dfxtp_1
- Number of buffers on the longest clock path: 2
- Number of standard cells in the final layout excluding fillers: 92
- Area share of the largest cell type after synthesis: 44.91%
- Stage delay of the slowest cell on the critical path: 300 ps
- # DRC: 0
- Number of antenna violations at the first check in global routing: 0
- Net switching power: 0.1054 mW
- Number of global-route vias before repair: 283
- LEAKAGE: 0.2372 nW
- Residual antenna-violating net count after detailed routing: 0
- Post-route core utilization: 15.90%
- XOR/XNOR Fraction of Synth Area: 4.912%
- Cell types with the largest area share after synthesis: dfxtp_1 (45%), ha_1 (18%), inv_1 (5.3%), nor3b_1 (4.2%), nor2b_4 (3.9%)
- Share of total power consumed by net switching: 25.77%
- Die height: 80 um
- Vias post-DR: 248
- Number of different library cells in the post-synthesis netlist: 15
- Die Span X: 80 um
- # Max-Cap Violations: 0
- Pins Over Slew Limit: 0
- Tool warning count: 32
- Max rail drop VDD: 190.1 uV
- Count leader, synth: dfxtp_1
- Yosys Chip Area: 356.6 um^2
- Number of fillers in the final layout: 376
- Status: finished, violations left
- Prevailing logic family in the synthesized netlist: simple AND/OR/NAND/NOR gates
- Total cells reported by yosys after synthesis: 31
- Hpwl dp: 394.5 um
- Cell area after synthesis: 356.6 um^2
- Power density over cell area: 753.2 nW/um^2
- Transition time at the pin with the least slew margin: 186.4 ps
- Critical path's top delay family: flip-flops
- Root cell of the clock tree: clkbuf_4
- Launching element type of the critical path: flip-flop
- Type of the worst setup path: reg -> out
- Global-route wire length before repair: 1.014 mm
- Via-per-instance ratio: 2.696
- Final Wtd Congestion: 0.6018
- Portion of total power attributed to the clock network: 39.4%
- Setup-violating endpoint count in the final report: 1
- Reg clk slew, reported paths: 30 ps
- TritonCTS clock tree: done
- Kind of end point of the critical path: output pin
- Basic-gate share of the synthesized area counting and, or, nand and nor cells: 25.26%
- Detailed Routing Iterations Pass 1: 4
- Cell types with the highest counts after synthesis: dfxtp_1 (8), ha_1 (5), inv_1 (5), nor3b_1 (2)
- Synthesized-area fraction occupied by adder cells: 17.54%
- Part of the Yosys area used for sequential elements: 44.91%
- Total overflow reported by the global router: 0
- CTS Buf Count: 3
- I/O pin cnt: 3
- Synth Area in Compound Gates: 2.105%
- Final hold violation count: 0
- Buffer-and-inverter tally for the worst setup path: 1
- Post-detailed-route wirelength per cell: 5.859 um
- Post-synthesis area per instance: 11.50 um^2
- Sequential power share: 44.1%
- RSZ-0062 raised after global routing: true
- Chip Footprint: 6400 um^2
- Violations in the final reports: negative setup slack
- Global-route usage over all layers: 1.856%
- Worst EP required: 1600 ps
- Antenna diode count: 0
- CP arrival: 1930 ps
- Flip-flops with a built-in enable: 0
- Area of the core: 3416 um^2
- Overall routed net length: 539 um
- Max FO, Critical Path: 2
- Power Internal: 0.3036 mW
- Post-synth mux share: 0%
- Part of the total power dissipated in combinational logic: 16.5%
- Layout-stage area growth over the synthesis result: 52.28%
- Largest net degree at the start of global routing: 6
- Number of warnings reported in the yosys synthesis log: 1
- Number of port buffers: 2
- Insertion Delay late pin: 310 ps
- Async set or reset register ratio after synthesis: 0%
- Class of the tightest hold or removal check: reg -> reg
[through the flow]
step                hold WS [ps]  power, mW  setup TNS, ps  area (um^2)  worst slack (ps)
floorplan                  488.7     0.2291              0        356.6             11.18
global placement           507.4     0.2426          -1207        449.2            -376.5
detailed placement         521.9     0.2449          -1347        449.2            -375.5
CTS                        555.4     0.4073         -336.0        521.8            -336.0
global route               593.9     0.4412         -383.0        543.0            -367.9
finish                     556.7     0.4090         -326.7        543.0            -326.7
[layout by cell type (no fill, tap or decap), drive strengths merged, types with 2 or more instances in the layout]
master / count
inv: 8
dfxtp: 8
buf: 7
ha: 5
clkbuf: 4
nor3b: 3
nor2b: 2
[kinds of logic (layout without fill, tap and decap cells)]
family,Yosys count,in the layout
and+or+nand+nor,10,10
AOI/OAI and AO/OA,1,1
adders and majority gates,5,5
xor gates and xnor gates,2,2
DFF,8,8
buffers and inverters,5,20
[routing by layer]
| metal | share of wire (%) | wire [um] | up-vias | track usage, % |
|---|---|---|---|---|
| li1 | - | - | 133 | - |
| met1 | 44 | 236 | 107 | 1.604 |
| met2 | 44 | 238 | 6 | 3.130 |
| met3 | 8.3 | 45 | 2 | 1.136 |
| met4 | 3.3 | 18 | 0 | 1.232 |
| met5 | 0 | 0 | - | 0 |
[path summary, 6_finish.rpt]
kind / start / end / slack [ps] / cells past startpoint
max: clk2$_SDFFE_NP0N_ / out / -330 / 2
min: cnt2[0]$_SDFF_NP0_ / cnt2[0]$_SDFF_NP0_ / 560 / 2
max reg2reg: cnt1[0]$_SDFF_PN0_ / cnt2[1]$_SDFF_NP0_ / 20 / 4
min reg2reg: cnt2[0]$_SDFF_NP0_ / cnt2[0]$_SDFF_NP0_ / 560 / 2
[worst min-delay path: cells and delay by family (launching register included)]
| family | cells | cell delay [ps] |
|---|---|---|
| flip-flops | 1 | 320 |
| AND/OR/NAND/NOR | 2 | 190 |
[flip-flops by register name, indices dropped and copies added (netlist names)]
name  flops
clk1      1
cnt1      3
clk2      1
cnt2      3
[layout make-up]
class / count / share of cell area (%)
inverters: 4 / 2.765
multi-input cells: 18 / 36.64
flip-flops and latches: 8 / 30.18
clock buffers: 4 / 4.839
well taps: 46 / 10.60
clock inverters: 4 / 2.765
repair buffers: 8 / 12.21
[power by group through the flow]
stage     clock, mW  sequential, mW  combinational [mW]
6_report      0.161           0.180              0.0675
4_1_cts       0.167           0.180              0.0598
5_1_grt       0.180           0.182              0.0792
[repair_timing]
item | 4_1_cts | 5_1_grt
hold endpoints to repair | 0 | 0
buffers inserted | 2 | 2
endpoints found under the setup margin | 3 | 2
pin swaps | 3 | 2
hold buffers | 0 | 0
gates resized | 12 | 1
Power is estimated from default activity; no workload was simulated.
