[flow/constraint.sdc]
current_design add_full_4

set clk_period 3.0
set clk_io_pct 0.2

create_clock -name clk0 -period $clk_period

set non_clock_inputs [all_inputs -no_clocks]
set_input_delay [expr $clk_period * $clk_io_pct] -clock clk0 $non_clock_inputs
set_output_delay [expr $clk_period * $clk_io_pct] -clock clk0 [all_outputs]
[flow/run.sh]
#!/bin/bash
# OpenROAD 26Q1-2900-gdf79404cd8, Yosys 0.63+post, stock flow scripts
make -C /OpenROAD-flow-scripts/flow DESIGN_CONFIG=/design/flow/config.mk WORK_HOME=/design/flow/orfs finish
[flow/config.mk]
export PLATFORM = sky130hd
export DESIGN_NAME = add_full_4
export DESIGN_NICKNAME = add_full_4
export VERILOG_FILES = /design/flow/design.v
export SDC_FILE = /design/flow/constraint.sdc
export NUM_CORES = 4
export LEC_CHECK = 1
export CORE_AREA = 10 10 70 70
export DIE_AREA = 0 0 80 80
[flow/design.v]
module add_full_1(co,v,a,b,ci);
    output co, v;
    input  a, b, ci;
    wire   add1, c1, c2;
    xor x1(add1, a, b);
    xor x2(v, add1, ci);
    and a1(c1, a, b);
    and a2(c2, ci, add1);
    or  o1(co, c1, c2);
endmodule
module add_full_4(co,s,a,b,ci);
    output co;
    reg co;
    output [3:0] s;
    reg [3:0] s;
    input ci;
    input [3:0] a, b;
    reg   [3:0] G, P;
    reg   [2:0] C;
    always @(a, b, ci)
    begin
    P[0] = a[0] ^ b[0];
    P[1] = a[1] ^ b[1];
    P[2] = a[2] ^ b[2];
    P[3] = a[3] ^ b[3];
    G[0] = a[0] & b[0];
    G[1] = a[1] & b[1];
    G[2] = a[2] & b[2];
    G[3] = a[3] & b[3];
    C[0] = G[0] | (P[0]&ci);
    C[1] = G[1] | (P[1]&G[0]) | (P[1]&P[0]&ci);
    C[2] = G[2] | (P[2]&G[1]) | (P[2]&P[1]&G[0]) | (P[2]&P[1]&P[0]&ci);
    co   = G[3] | (P[3]&G[2]) | (P[3]&P[2]&G[1]) | (P[3]&P[2]&P[1]&G[0]) | (P[3]&P[2]&P[1]&P[0]&ci);
    s[0] = P[0] ^ ci;
    s[1] = P[1] ^ C[0];
    s[2] = P[2] ^ C[1];
    s[3] = P[3] ^ C[2];
    end
endmodule
==> impl_metrics.py <==
# Synthesis and PnR figures
metrics = {
    "grt": {
        "grt_pass1_vias": 184,
        "first_pass_grt_wire_length_um": 876,
        "antenna_found_initial": 0,
        "remaining_global_route_overflow": 0,
        "groute.usage.overall_pct": 1.73,
        "grt_max_degree": 4,
    },
    "detailed_routing": {
        "avgRoutedWirePerCell_um": 6.88,
        "route.detailed.vias_per_inst": 2.20,
        "drt-pass1-iter-count": 2,
        "num_vias": 176,
        "ant_nets": 0,
        "dr.first_iter.drc_count": 8,
        "wl_um": 550,
        "diodes": 0,
        "drc_errors": 0,
    },
    "worst_setup_path": {
        "worst_ep_required_time_ps": 2400,
        "cp-end-kind": "output port",
        "timing.critical_path.from_type": "input port",
        "maximum_net_fanout_on_the_critical_path": 3,
        "crit_arrival_ps": 2260,
        "setup.worst_path.class": "input port to output port",
    },
    "final_layout": {
        "final_cell_mix": "12 x clkdlybuf4s50_1, 5 x ha_1, 4 x inv_1",
        "flops": 0,
        "final.fill_count": 404,
        "drive_gt1_share_pct": 11.8,
        "combGateArea_um2": 163,
        "layout.area.seq_um2": 0,
        "layout.cells.most_common": "clkdlybuf4s50_1",
        "n_clock_buffer": 0,
        "area_growth_syn_to_layout_pct": 124,
    },
    "job": {
        "max_cap_violations": 0,
        "stage_log_warnings": 33,
    },
    "outcome": {
        "status": "finished, final reports clean",
    },
    "final_timing": {
        "setup_violations": 0,
        "hold_violations": 0,
        "worst-slew-pin-transition_ps": 152,
        "max_clock_freq_mhz": 350,
        "timing_max_transition_violations_final": 0,
        "timing.max_slew.rel_slack_pct": 89.8,
        "timing.setup.tns_ps": 0,
        "post-route-min-period_ps": 2860,
        "period_used_pct": 95.3,
        "unrepaired_setup_endpoints_after_global_routing": "no",
        "final.setup.worst_slack_ps": 140,
    },
    "synthesis": {
        "postSynthAreaPerCell_um2": 8.51,
        "total_cells_reported_by_yosys_after_synthesis": 20,
        "syn-instance-count": 20,
        "mappedNetlistArea_um2": 170,
        "synth_cell_types": 10,
        "ys_warn_count": 1,
        "yosysChipArea_um2": 170,
        "yosysSeqAreaShare_pct": 0,
    },
    "clocking": {
        "cts.hold.buffers_added": 0,
    },
    "power_and_ir_drop": {
        "power_density_mw_per_mm2": 169,
        "p_leak_uw": 0.000175,
        "worst_ir_drop_vdd_mv": 0.0765,
    },
    "placed_design": {
        "gp_congestion": 0.698,
        "dp_worst_setup_slack_ps": 69.4,
        "dp.final_hpwl_um": 519,
        "placement.io_buffers": 14,
    },
    "floorplan": {
        "placeableCoreArea_mm2": 0.00342,
        "die_width_um": 80,
        "pin_count": 14,
        "die_height_um": 80,
        "row_count": 21,
        "chip_footprint_mm2": 0.00640,
        "initial_core_util_pct": 4.98,
    },
    "hold_path": {
        "hold_depth": 6,
        "hold_path.class": "input port to output port",
        "min_to": "s[2]",
        "min-delay-start": "a[0]",
    },
}
-- power breakdown --
part           leakage [µW]  total, µW  switching (µW)  internal, µW
sequential                0          0               0             0
clock                     0          0               0             0
combinational      0.000175       64.5            21.3          43.2
total              0.000175       64.5            21.3          43.2
-- synth_stat cells, drive strengths merged --
cell,number,share of area (%)
ha,5,37
xnor2,2,10
a21o,2,8.8
nand2,1,2.2
fa,1,12
xor2,1,5.1
inv,4,8.8
a21oi,3,11
o21ai,1,5.1
-- layer usage --
layer / global-route usage, % / vias to the layer above / routed length, µm
met5: 0 / - / 0
met4: 0 / 0 / 0
met3: 1.36 / 0 / 122
met2: 1.44 / 13 / 107
met1: 2.98 / 67 / 321
li1: - / 96 / -
-- worst max-delay path, cell delays in order --
cell and delay (ps):
clkdlybuf4s50_1 460, ha_1 330, a21oi_2 60, o21ai_2 170, xor2_1 150, clkdlybuf4s50_1 480
-- worst max path at each step --
| stage | start | end | slack [ps] | cells past startpoint |
|---|---|---|---|---|
| 5_1_grt | b[0] | s[3] | 20 | 6 |
| 4_1_cts | a[0] | s[2] | 50 | 6 |
| 6_report | b[0] | s[3] | 140 | 6 |
-- through the flow --
step | instances | hold WS (ps) | power (µW) | cell area, µm² | utilization [%]
6_report | 80 | 1900 | 64.5 | 380 | 11.1
2_1_floorplan | 20 | 1370 | 23.2 | 170 | -
4_1_cts | 80 | 2290 | 65.5 | 368 | 10.8
3_5_place_dp | 80 | 2290 | 64.8 | 368 | 10.8
3_3_place_gp | 80 | 2280 | 63.6 | 368 | 10.8
5_1_grt | 80 | 1990 | 73.3 | 380 | 11.1
-- cells by family (layout without fill, tap and decap cells) --
family                   count (synthesis)  in the layout  synth area share, %
AND-OR/OR-AND                            6              6                 25.0
AND/OR/NAND/NOR                          1              1                 2.20
XOR/XNOR                                 3              3                 15.4
buffers and inverters                    4             18                 8.82
adder cells (fa/ha/maj)                  6              6                 48.5
-- area by class of cell --
type | instances | area share (%)
Multi-Input combinational cell | 16 | 42.8
Timing Repair Buffer | 14 | 38.2
Tap cell | 46 | 15.1
Inverter | 4 | 3.95
-- timing repair --
item	in CTS	in global routing
resized	0	4
setup endpoints to repair	0	2
hold endpoints to repair	0	0
buffers inserted	0	0
Power figures rest on the tool's default switching activity, not on a simulated workload.
